==> ./design.v <==
module GCD(	 
  input         clock,	 
                reset,	 
  input  [15:0] io_value1,	 
                io_value2,	 
  input         io_loadingValues,	 
  output [15:0] io_outputGCD,	 
  output        io_outputValid	 
);
  reg [15:0] x;	 
  reg [15:0] y;	 
  always @(posedge clock) begin	 
    if (io_loadingValues) begin	 
      x <= io_value1;	 
      y <= io_value2;	 
    end
    else if (x > y)	 
      x <= x - y;	 
    else	 
      y <= y - x;	 
  end  
  assign io_outputGCD = x;	 
  assign io_outputValid = y == 16'h0;	 
endmodule
==> ./run.sh <==
#!/bin/bash
# OpenROAD 26Q1-2900-gdf79404cd8, Yosys 0.63+post, stock flow scripts
make -C /OpenROAD-flow-scripts/flow DESIGN_CONFIG=/design/flow/config.mk WORK_HOME=/design/flow/orfs finish
==> ./config.mk <==
export PLATFORM = sky130hd
export DESIGN_NAME = GCD
export DESIGN_NICKNAME = GCD
export VERILOG_FILES = /design/flow/design.v
export SDC_FILE = /design/flow/constraint.sdc
export NUM_CORES = 4
export LEC_CHECK = 1
export CORE_UTILIZATION = 40
==> ./constraint.sdc <==
current_design GCD

set clk_period 6.8
set clk_io_pct 0.2

create_clock -name clk0 -period $clk_period [get_ports {clock}]

set non_clock_inputs [all_inputs -no_clocks]
set_input_delay [expr $clk_period * $clk_io_pct] -clock clk0 $non_clock_inputs
set_output_delay [expr $clk_period * $clk_io_pct] -clock clk0 [all_outputs]
==> reports/qor.yml <==
route:
  antenna_cells: 0
  drt_iter0_drc: 186
  wl_per_cell_um: 16.67
  antenna_left: 0
  vias: 2923
  routed_via_density: 5.610
  routed_wirelength_mm: 8.686
  drtPass1Iterations: 5
  drc: 0
job:
  cap_violations: 0
  warning_count: 41
clock_network:
  htree_levels: 2
  cts_root_buffer: "clkbuf_8"
  clkTransAtPathRegs_ps: 70
  postCtsSetupBuffers: 0
  worstSkewPairLatency_ps: 280
  clockBufferDepth: 2
  tritoncts: "done"
  cts_made_buffers: 5
  cts_resized: 0
  ctsHoldBuffers: 0
  cts_sinks: 32
sta:
  fin_setup_tns_ps: 0
  maxSlewViolCount: 0
  worst_pin_slew_ps: 810.9
  layout_worst_path_cycle_share_pct: 48.21
  period_needed_ps: 3278
  rsz0062_at_grt: "false"
  setup_viol: 0
  fin_skew_ps: 2.830
  relSlewSlack_pct: 45.88
  fmax_mhz: 305.1
  hold_violations: 0
placed_design:
  port_buffers: 50
  gp_congestion: 0.9857
  dp_cells: 513
  dp_hpwl_mm: 6.688
floorplan:
  num_rows: 32
  die_h_um: 92.41
  dieArea_um2: 8539
  fp_util_pct: 41.88
  die_x_um: 92.41
  core_um2: 7807
  io_pins: 52
synthesis:
  flop_cell: "edfxtp_1"
  synth_cell_types: 62
  ys_top_cells_by_count: "nand2_1, inv_1, edfxtp_1"
  synth-async-reset-ratio_pct: 0
  ys_cells: 377
  yosysTopAreaCell: "edfxtp_1"
  edf_count: 32
  post-synth-top-count-cell: "nand2_1"
  postSynthSeqShare_pct: 29.39
  synth_warnings: 1
  ys_ff: 32
  ys_top_cells_by_area: "edfxtp_1, ha_1, nand2_1"
  yosys_area_um2: 3269
  syn-cell-area_um2: 3269
  postSynthAreaPerCell_um2: 8.672
  synthCells: 377
  synth_top_area_share_pct: 29.39
global_routing:
  grt_util_all_layers_pct: 21.92
  grt_pass1_vias: 2795
  grt_max_degree: 48
  grt_pass1_wl_mm: 13.93
  antenna_found_initial: 0
  grt-ovfl-total: 0
critical_path:
  crit_type: "flop to output pin"
  critPathCaptureType: "output pin"
  ff2ff_path_depth: 8
  arrival_ps: 1920
  worstPathMaxFanout: 3
  required_ps: 5440
  startpoint_type: "flop"
final_layout:
  stdcell_count: 521
  drive_gt1_share_pct: 7.876
  area_growth_syn_to_layout_pct: 17.41
min_path:
  min_path_type: "flop to flop"
  hold_depth: 2
status:
  outcome: "complete, no violations"
-- placed cells by master (no fill, tap or decap), types with 3 or more instances in the layout --
cell type	n
o31a_2	3
a31oi_1	10
a211oi_1	5
buf_4	4
nor2_1	19
clkbuf_8	5
o21ai_1	6
nor3b_1	5
nand3_1	10
xnor2_1	7
o21ai_0	24
nand2_1	41
o31ai_2	3
xor2_1	3
inv_1	38
a21o_1	8
o22ai_1	5
nor3_1	8
nor2b_1	3
or2_2	3
nand2b_1	6
nor4_1	7
clkdlybuf4s50_1	50
edfxtp_1	32
and4_1	3
a2111oi_0	4
ha_1	31
and3_1	3
a21oi_1	29
mux2i_1	4
-- final timing paths --
check,start,to,slack (ps)
worst max-delay path,y[4],io_outputValid,3520
worst min-delay path,x[0],y[0],840
worst max register to register,y[0],x[3],3950
worst min register to register,x[0],y[0],840
-- per-layer routing --
layer | up-vias | global-route usage, % | wire, µm
met5 | - | 0 | 0
li1 | 1458 | - | -
met2 | 117 | 34.81 | 4017
met1 | 1331 | 32.45 | 3881
met4 | 0 | 3.776 | 170
met3 | 17 | 4.428 | 617
-- stage by stage --
| step | util [%] | setup WS, ps | hold WS, ps | instance area, µm² |
|---|---|---|---|---|
| floorplan | - | 3479 | 708.5 | 3269 |
| global placement | 48.14 | 3234 | 818.4 | 3759 |
| detailed placement | 48.14 | 3230 | 830.6 | 3759 |
| CTS | 49.17 | 3490 | 845.4 | 3839 |
| global route | 49.17 | 3350 | 865.7 | 3839 |
| finish | 49.17 | 3522 | 836.3 | 3839 |
-- kinds of logic after synthesis --
family	synth area share (%)
flops	29.39
fa+ha+maj	13.09
buf+inv	9.912
compound gates	22.93
mux	1.225
xor+xnor	2.679
simple gates	20.78
-- critical path: stages, from the launching register on --
cell,delay (ps)
edfxtp_1,420
nor4_1,470
and4_1,280
clkdlybuf4s50_1,460
-- cell type report --
class | count | area [µm²]
repair buffers | 54 | 530.5
flip-flops and latches | 32 | 960.9
inverters | 38 | 142.6
fillers | 751 | 3969
multi-input cells | 287 | 1997
clock inverters | 1 | 3.754
well taps | 102 | 127.6
clock buffers | 7 | 76.32
-- registers in the layout, summed over array words and instances, names as in the netlist --
register	count
x	16
y	16
