$ cat ./design.v
module NJU3(	 
  input        clock,	 
               reset,	 
               io_en,	 
  input  [2:0] io_opt,	 
  input  [3:0] io_a,	 
               io_b,	 
  output [3:0] io_c,	 
  output       io_zf,	 
               io_cr,	 
               io_of	 
);
  reg  [4:0] casez_tmp;	 
  wire [3:0] _res_T_1 = io_a + io_b;	 
  wire [3:0] _res_T_9 = io_a + ~io_b + 4'h1;	 
  wire [3:0] _res_T_11 = ~io_a;	 
  wire [3:0] _res_T_15 = io_a & io_b;	 
  wire [3:0] _res_T_13 = io_a | io_b;	 
  wire [3:0] _res_T_17 = io_a ^ io_b;	 
  wire [4:0] _GEN = {4'h0, io_opt == 3'h6 ? $signed(io_a) < $signed(io_b) : io_a == io_b};	 
  always_comb begin	 
    casez (io_opt)	 
      3'b000:
        casez_tmp = {_res_T_1[3], _res_T_1};	 
      3'b001:
        casez_tmp = {_res_T_9[3], _res_T_9};	 
      3'b010:
        casez_tmp = {_res_T_11[3], _res_T_11};	 
      3'b011:
        casez_tmp = {_res_T_15[3], _res_T_15};	 
      3'b100:
        casez_tmp = {_res_T_13[3], _res_T_13};	 
      3'b101:
        casez_tmp = {_res_T_17[3], _res_T_17};	 
      3'b110:
        casez_tmp = _GEN;	 
      default:
        casez_tmp = _GEN;	 
    endcase	 
  end  
  assign io_c = casez_tmp[3:0];	 
  assign io_zf = casez_tmp[3:0] == 4'h0;	 
  assign io_cr = casez_tmp[4];	 
  assign io_of = io_a[3] == io_b[3] & casez_tmp[3] != io_a[3];	 
endmodule
$ cat ./run.sh
#!/bin/bash
# OpenROAD 26Q1-2900-gdf79404cd8, Yosys 0.63+post, stock flow scripts
make -C /OpenROAD-flow-scripts/flow DESIGN_CONFIG=/design/flow/config.mk WORK_HOME=/design/flow/orfs finish
$ cat ./config.mk
export PLATFORM = sky130hd
export DESIGN_NAME = NJU3
export DESIGN_NICKNAME = NJU3
export VERILOG_FILES = /design/flow/design.v
export SDC_FILE = /design/flow/constraint.sdc
export NUM_CORES = 4
export LEC_CHECK = 1
export CORE_AREA = 10 10 70 70
export DIE_AREA = 0 0 80 80
$ cat ./constraint.sdc
current_design NJU3

set clk_period 3.8
set clk_io_pct 0.2

create_clock -name clk0 -period $clk_period

set non_clock_inputs [all_inputs -no_clocks]
set_input_delay [expr $clk_period * $clk_io_pct] -clock clk0 $non_clock_inputs
set_output_delay [expr $clk_period * $clk_io_pct] -clock clk0 [all_outputs]
==> results.txt <==
Notes from the flow run.

Synth:
- The run gives the synthesized-area fraction occupied by and/or/nand/nor cells as between 20 and 25%.
- The run gives the area of the mapped netlist as 628 µm².
- The run puts the post-synthesis area per instance at 7.66 µm².
- Counting distinct cell types in the post-synthesis netlist gives 37.
- In the synthesized netlist, mux cells make up 6.57% of the area.
- For reference, full adder, half adder and majority cells occupy between 30% and 40% of the area reported after synthesis.
- The run puts the post-synthesis cell count from yosys at 82.
- The run gives the chip area line of the yosys report as 628 µm².
- The run puts the post-synthesis xor/xnor area fraction at 1.39%.
- The run puts the number of synthesis warnings at 1.
- Yosys shows that the main logic family after synthesis is adder cells.
- The share of the Yosys chip area taken by registers is 0%.
- The run puts the synthesized-area fraction occupied by ao, oa, aoi and oai cells at 25.9%.
- After technology mapping, the gate count stands at 82.

Timing:
- The run gives the relative max-transition margin as between 80% and 90%.
- The run gives the final critical-path share of the clock period as 95.3%.
- The run gives the slew of the pin with the lowest slew margin as around 0.28 ns.
- The run puts the number of max-slew violations in the final report at 0.
- The run gives the setup-violating endpoint count in the final report as 0.
- The run puts the number of hold-slack violations in the final timing report at 0.
- Setup repair after global routing left no endpoint under its margin.
- The run gives the minimum period implied by the final worst setup slack as 3.62 ns.
- The run gives the maximum clock rate as approximately 0.28 GHz.

Floorplan:
- The run gives the chip height as 80 µm.
- The run puts the number of placed I/O pins at 21.
- The run gives the cell row count as 21.
- The run gives the pre-placement core utilization as 18.4%.
- The run gives the area of the placeable core as around 0.0034 mm².
- The die is 80 µm wide.
- The chip occupies 0.00640 mm².

Routing:
- The run puts the DRC violation count after routing at 0.
- The run gives the via density per instance as between 4 and 5.
- The run gives the total length of routed wires as about 1.7 mm.
- The pre-antenna-repair detailed-routing pass consisted of 4 iterations.
- The run puts the violation count after the first detailed-routing iteration at 20.
- The routed layout has 708 vias.
- The run gives the final antenna-violating net count as 0.
- The script logs the mean routed wire length per placed instance as 10.7 µm.
- Antenna repair during routing inserted a diode count of 0.

Cells and area:
- The run puts the footprint of the flip-flops and latches at 0 µm².
- The run puts the final sequential cell count at 0.
- Once layout is done, the placed cells without fillers occupy 0.00105 mm².
- Relative to the synthesized area, the layout overhead comes to 67.1%.
- The run gives the clock buffer instance count of the final layout as 0.
- The run gives the number of standard cells in the layout, taps in and fillers out as between 150 and 200.
- The finished layout reports a core utilization of 30.7%.
- The layout summary lists the proportion of cells stronger than drive strength 1 as a little over a third.

Critical path:
- The critical path is of the input pin to primary output type.
- The slowest stage of the critical path belongs to the cell clkdlybuf4s50_1.
- The run puts the largest fanout on the critical path at 3.
- The run gives the signal arrival time at the worst endpoint as 2.86 ns.
- The run gives the worst setup path startpoint as io_a[0].
- STA classifies the critical path startpoint as an input pin.
- STA classifies the critical path endpoint as a primary output.
- The number of buffers and inverters on the critical path is 3.
- The timing report attributes the biggest portion of critical-path delay to buffers and inverters.
- The run puts the worst path required time at 3.04 ns.
- The run gives the maximum single-stage delay on the critical path as 0.48 ns.
- The signal on the critical path passes through dlygate4sd2_1 -> inv_1 -> ha_1 -> fa_2 -> mux4_2 -> a21boi_2 -> clkdlybuf4s50_1.

Pwr:
- Across the VDD grid, the largest voltage drop is 49.0 µV.
- The analysis attributes to cell leakage a power of roughly 0.49 nW.
- The run gives the ratio of total power to cell area as about 130 mW/mm².

Global route:
- The run gives the global router's overall resource usage as 5.07%.
- The run gives the via count of the first global-routing pass as 634.
- The run puts the global-route wire length before repair at 2.81 mm.
- Summed over all layers, the global routing overflow is 0.
- The run puts the initial antenna violation count at 0.
- The run gives the largest net degree at the start of global routing as 12.

Placement:
- The run puts the last weighted congestion value of the routability-driven placer at 0.849.
- Detailed placement finished with a half-perimeter wire length of approximately 1.4 mm.
- Counting tap cells, the placed design contains a total of 158 instances.
- The placement report lists the number of port buffers as 18.
- The run puts the instance area at placement at 961 µm².

Worst hold path:
- Checking hold timing, the worst path is listed with class input pin to primary output.
- Per the hold report, the tightest min-delay path originates at io_a[1].

Flow run:
- The stage logs contain a warning count of 43.
- The run puts the max-cap violation count at 0.

Status:
- The flow ran to the end, and the final reports show no timing, DRC or antenna violations.
## layout by cell type, fill, tap and decap left out, types with 2 or more instances in the layout
cell	count
inv_2	4
dlymetal6s2s_1	4
o22ai_1	3
o31a_1	2
ha_2	2
a21oi_1	4
clkdlybuf4s50_1	11
nand2b_2	2
nor2_1	7
buf_4	21
ha_1	7
nand2_1	2
nor4_2	2
o21ai_0	3
dlygate4sd2_1	3
inv_1	9
ha_4	3
## layout make-up
type | instances | area [µm²]
timing repair buffer | 39 | 344
tap | 46 | 57.6
multi-input combinational | 63 | 599
inverter | 13 | 48.8
fill | 365 | 2370
## cells in the mapped netlist, types with 2 or more instances
| library cell | number | area [µm²] |
|---|---|---|
| nand2b_2 | 2 | 17.5 |
| buf_4 | 2 | 15.0 |
| nor2_1 | 7 | 26.3 |
| o22ai_1 | 3 | 18.8 |
| inv_1 | 13 | 48.8 |
| o21ai_0 | 3 | 15.0 |
| nand2_1 | 2 | 7.51 |
| fa_1 | 2 | 40.0 |
| nor4_1 | 2 | 12.5 |
| nor3_1 | 2 | 10.0 |
| buf_2 | 2 | 10.0 |
| ha_1 | 12 | 150 |
| a21oi_1 | 5 | 25.0 |
| o31a_1 | 2 | 17.5 |
## power breakdown
group / switching [mW] / total (mW) / internal (mW)
clock: 0 / 0 / 0
combinational: 0.0545 / 0.135 / 0.0801
sequential: 0 / 0 / 0
## layer usage
layer  vias to the layer above  track usage [%]  wire length (µm)
li1                        356                -                 -
met1                       330             6.92               818
met2                        22             8.11               746
met3                         0             1.59               156
met4                         0                0                 0
met5                         -                0                 0
## logic make-up after synthesis
family                     count (synthesis)
xor gates and xnor gates                   1
and+or+nand+nor                           23
muxes                                      2
buffers and inverters                     19
AOI/OAI and AO/OA                         23
adders and majority gates                 14
## metrics by stage
stage / hold slack [ns] / TNS, ns / power [mW] / setup WS, ns
4_1_cts: 2.63 / 0 / 0.129 / 0.00128
2_1_floorplan: 1.72 / 0 / 0.0613 / 0.897
3_3_place_gp: 2.71 / -0.985 / 0.118 / -0.277
6_report: 2.56 / 0 / 0.135 / 0.180
5_1_grt: 2.64 / 0 / 0.149 / 0.0583
3_5_place_dp: 2.73 / -1.08 / 0.120 / -0.286
## repair_timing
action                                  in CTS  in global routing
pin swaps                                    2                  4
hold buffers                                 0                  0
resized                                     13                 10
hold endpoints to repair                     0                  0
buffers inserted                             1                  2
endpoints found under the setup margin       7                  4
## worst min-delay path, stage by stage
cell	delay, ns
dlymetal6s2s_1	0.12
buf_4	0.14
nor2_1	0.04
a21oi_1	0.10
o21ai_0	0.08
a21boi_2	0.16
clkdlybuf4s50_1	0.40
## path summary, 6_finish.rpt
check             slack [ns]  depth (start not counted)      end
hold / removal          2.56                          7  io_c[1]
setup / recovery        0.18                          7  io_c[1]
Power is estimated from default activity; no workload was simulated.
