`flow/config.mk`:
```
export PLATFORM = sky130hd
export DESIGN_NAME = ps2_keyboard
export DESIGN_NICKNAME = ps2_keyboard
export VERILOG_FILES = /design/flow/design.v
export SDC_FILE = /design/flow/constraint.sdc
export NUM_CORES = 4
export LEC_CHECK = 1
export CORE_UTILIZATION = 50
```
`flow/constraint.sdc`:
```
current_design ps2_keyboard

set clk_period 3.4
set clk_io_pct 0.2

create_clock -name clk0 -period $clk_period [get_ports {clk}]

set non_clock_inputs [all_inputs -no_clocks]
set_input_delay [expr $clk_period * $clk_io_pct] -clock clk0 $non_clock_inputs
set_output_delay [expr $clk_period * $clk_io_pct] -clock clk0 [all_outputs]
```
`flow/design.v`:
```
module ps2_keyboard(clk, clrn, ps2_clk,ps2_data,data, ready, nextdata_n, overflow);
	input clk,clrn,ps2_clk,ps2_data;
	input nextdata_n;
	output [7:0] data;
	output reg ready;
	output reg overflow;  
	reg [9:0] buffer;  
	reg [7:0] fifo[7:0];  
	reg [2:0] w_ptr,r_ptr;  
	reg [3:0] count;  
	reg [2:0] ps2_clk_sync;
	always @(posedge clk) begin
		ps2_clk_sync <= {ps2_clk_sync[1:0],ps2_clk};
	end
	wire sampling = ps2_clk_sync[2] & ~ps2_clk_sync[1];
	always @(posedge clk) begin
		if (clrn == 0) begin  
			count <= 0; w_ptr <= 0; r_ptr <= 0;
			overflow <= 0; ready<= 0;
		end else if (sampling) begin
		if (count == 4'd10) begin
			if ((buffer[0] == 0) &&  
				(ps2_data) &&  
				(^buffer[9:1])) begin  
				fifo[w_ptr] <= buffer[8:1];  
				w_ptr <= w_ptr+3'b1;
				ready <= 1'b1;
				overflow <= overflow | (r_ptr == (w_ptr + 3'b1));
			end
			count <= 0;  
		end else begin
			buffer[count] <= ps2_data;  
			count <= count + 3'b1;
		end
	end
	if ( ready ) begin  
		if(nextdata_n == 1'b0) begin  
			r_ptr <= r_ptr + 3'b1;
			if(w_ptr==(r_ptr+1'b1))  
				ready <= 1'b0;
			end
		end
	end
	assign data = fifo[r_ptr];  
endmodule
```
`flow/run.sh`:
```
#!/bin/bash
# OpenROAD 26Q1-2900-gdf79404cd8, Yosys 0.63+post, stock flow scripts
make -C /OpenROAD-flow-scripts/flow DESIGN_CONFIG=/design/flow/config.mk WORK_HOME=/design/flow/orfs finish
```
==> reports/summary.log <==
qor: run_status.status complete, no violations
qor: placed_design.placed_cells 357
qor: logic_synthesis.syn-instance-count 243
qor: power.power.share.switching 0.2153
qor: logic_synthesis.syn_area_per_cell 15.82 um2
qor: clock_network.cts_tree done
qor: logic_synthesis.post_synth_design_cell_area 3844 um2
qor: logic_synthesis.post-synth-top-area-fraction 0.5781
qor: logic_synthesis.synth.cellmix.adderShare 0.02279
qor: clock_network.worst_setup_hold_path_clk_slew 0.09 ns
qor: flow_run.openroad.warnings 29
qor: clock_network.root_buffer sky130_fd_sc_hd__clkbuf_8
qor: die.coreArea 7331 um2
qor: route.detail-route-antenna-nets 0
qor: sta.holdWs 0.3320 ns
qor: route.route.final.wire_length 7119 um
qor: logic_synthesis.largest_area_cell sky130_fd_sc_hd__edfxtp_1
qor: sta.rsz0062_at_grt no
qor: logic_synthesis.synth_chip_area 3844 um2
qor: finish.filler_instances 554
qor: clock_network.cts_buffer_depth 2
qor: logic_synthesis.synth_xor_xnor_area_share 0.03711
qor: power.sequentialPowerShare 0.602
qor: critical_path.setup.worst_path.end_class output port
qor: critical_path.cp.arrival 2.28 ns
qor: route.maxUsedRoutingLayer met4
qor: logic_synthesis.ys_top_cells_by_area sky130_fd_sc_hd__edfxtp_1 58%, sky130_fd_sc_hd__mux4_2 9.4%, sky130_fd_sc_hd__dfxtp_1 7.8%
qor: logic_synthesis.ys_ff 89
qor: placed_design.finalWeightedCongestion 0.7936
qor: die.std_cell_rows 31
qor: sta.fmax 337.3 MHz
qor: power.clockPowerShare 0.371
qor: global_routing.grt_pass1_wl 10940 um
qor: global_routing.total_global_routing_overflow 0
qor: sta.setup_slack 0.4356 ns
qor: route.route.met3.wl 516 um
qor: sta.post-route-period-util 0.8719
qor: die.die-area 8042 um2
qor: route.drc 0
qor: finish.drive_gt1_frac 0.2234
qor: sta.worst-slew-pin-transition 0.6079 ns
qor: power.power_report.internal_total 0.001550 W
qor: route.avgViaCountPerCell 5.503
qor: power.cell_leakage_power 1.445 nW
qor: clock_network.cts_inserted_buffers 9
qor: sta.worst_slew_margin_relative_to_its_limit 0.5942
qor: die.ioPinCount 15
qor: global_routing.first_global_vias 2081
qor: route.dr_wl_met2 3508 um
qor: logic_synthesis.synth.cellmix.compoundShare 0.03874
qor: die.die_h 89.68 um
qor: logic_synthesis.synth-warning-count 1
qor: logic_synthesis.yosysCellCount 243
qor: power.switchingPower 0.0004251 W
qor: critical_path.worst_setup_path_start_kind flop
qor: route.num_vias 2047
qor: die.fp.dieW 89.68 um
qor: power.power_density 454.7 nW/um2
qor: hold_path.min-delay-path-class reg -> reg
qor: clock_network.clock_tree.htree_level_count 3
qor: sta.finalHoldViolations 0
qor: logic_synthesis.synth_cell_type_count 38
qor: sta.clock-skew-final 0.009350 ns
qor: clock_network.post_cts_resized 0
qor: logic_synthesis.post_synth_and_or_nand_nor_area_fraction 0.09310
qor: clock_network.holdBufCountCts 0
qor: power.vdd.ir_drop.worst 0.1729 mV
qor: route.wirelength_met1 3024 um
qor: logic_synthesis.mux_area_frac 0.1370
qor: sta.drv_slew 0
qor: placed_design.post_placement_worst_setup_slack 0.4539 ns
qor: flow_run.timing.max_cap.violations 0
qor: sta.setup_tns_final 0 ns
qor: global_routing.globalRouteTotalUtil 0.2076
qor: finish.final_cells 372
qor: clock_network.clock-sinks 89
qor: critical_path.cp_max_fanout 20
qor: clock_network.clkLatencyLatePin 0.35 ns
qor: route.route.detailed.wl_per_inst 19.14 um
qor: placed_design.io_buffers 14
qor: route.drt-initial-drc-count 122
qor: route.diodes 0
qor: finish.area_added_between_synthesis_and_finish 12.99%
qor: finish.layout.core_utilization 0.5924
qor: die.initial_core_util 0.5243
qor: route.drtPass1Iterations 4
qor: global_routing.maximum_number_of_pins_on_one_net_before_global_route_repair 21
qor: clock_network.post_cts_buffers 0
qor: sta.clock_period_minus_worst_slack 2.964 ns
qor: power.logic_pwr_share 0.027
qor: logic_synthesis.synthTopLogicFamily multiplexers
qor: global_routing.antenna_found_initial 0
qor: critical_path.required_time_worst_endpoint 2.72 ns
qor: placed_design.dp_hpwl 4828 um
qor: sta.setup-violations-final 0
qor: critical_path.crit_type reg -> out
qor: logic_synthesis.register_share_after_synthesis 0.6563
power groups by stage:
stage	combinational (W)	clock, W	sequential (W)
6_report	0.0000539	0.000732	0.00119
5_1_grt	0.0000613	0.000789	0.00119
4_1_cts	0.0000542	0.000748	0.00119
flip-flops by register name, indices dropped and copies added, names as in the netlist:
name / count
ready: 1
w_ptr: 3
r_ptr: 3
ps2_clk_sync: 3
count: 4
buffer: 10
overflow: 1
fifo: 64
kinds of logic after synthesis:
group / after synthesis
AOI/OAI and AO/OA: 23
xor gates and xnor gates: 13
adders and majority gates: 7
buffers and inverters: 14
DFF: 89
muxes: 30
and+or+nand+nor: 67
metrics by stage:
| stage | total power, W | cell area (um2) |
|---|---|---|
| after floorplan | 0.001249 | 3844 |
| after global placement | 0.001268 | 4144 |
| after detailed placement | 0.001269 | 4144 |
| after CTS | 0.001992 | 4343 |
| after global routing | 0.002041 | 4343 |
| final | 0.001975 | 4343 |
final timing paths:
| check | startpoint | slack, ns | to | depth (start not counted) |
|---|---|---|---|---|
| worst min-delay path | ps2_clk_sync[0] | 0.33 | ps2_clk_sync[1] | 0 |
| worst max-delay path | r_ptr[0] | 0.44 | data[2] | 4 |
| worst max register to register | buffer[8] | 0.69 | fifo[5][3] | 6 |
| worst min register to register | ps2_clk_sync[0] | 0.33 | ps2_clk_sync[1] | 0 |
synth_stat cells:
master / n
sky130_fd_sc_hd__xor3_1: 1
sky130_fd_sc_hd__xnor2_1: 3
sky130_fd_sc_hd__or3b_2: 1
sky130_fd_sc_hd__edfxtp_1: 74
sky130_fd_sc_hd__nand3b_1: 2
sky130_fd_sc_hd__or4_1: 1
sky130_fd_sc_hd__and2_1: 2
sky130_fd_sc_hd__dfxtp_1: 15
sky130_fd_sc_hd__nand3_1: 7
sky130_fd_sc_hd__buf_2: 4
sky130_fd_sc_hd__nor3_1: 4
sky130_fd_sc_hd__ha_1: 7
sky130_fd_sc_hd__mux2_2: 11
sky130_fd_sc_hd__or4b_1: 1
sky130_fd_sc_hd__or2_2: 1
sky130_fd_sc_hd__and3_1: 3
sky130_fd_sc_hd__mux4_2: 16
sky130_fd_sc_hd__a21oi_1: 6
sky130_fd_sc_hd__nand4_1: 1
sky130_fd_sc_hd__mux2i_4: 1
sky130_fd_sc_hd__nor3_2: 4
sky130_fd_sc_hd__nand2_2: 2
sky130_fd_sc_hd__buf_1: 1
sky130_fd_sc_hd__nor2b_1: 4
sky130_fd_sc_hd__o21ai_0: 6
sky130_fd_sc_hd__nand2_1: 19
sky130_fd_sc_hd__xor2_1: 8
sky130_fd_sc_hd__o22ai_1: 1
sky130_fd_sc_hd__o41ai_1: 1
sky130_fd_sc_hd__o21a_1: 1
sky130_fd_sc_hd__inv_1: 5
sky130_fd_sc_hd__nor2_1: 10
sky130_fd_sc_hd__nand2b_1: 5
sky130_fd_sc_hd__o21ai_1: 1
sky130_fd_sc_hd__clkbuf_1: 4
sky130_fd_sc_hd__a22o_1: 7
sky130_fd_sc_hd__xnor3_1: 1
sky130_fd_sc_hd__mux2i_1: 2
cell type report:
class | count | area, um2 | area share
Tap cell | 99 | 123.9 | 0.02852
Multi-Input combinational cell | 140 | 1264 | 0.2910
Inverter | 5 | 18.77 | 0.004322
Clock inverter | 6 | 75.07 | 0.01729
Timing Repair Buffer | 24 | 215.2 | 0.04955
Clock buffer | 9 | 123.9 | 0.02852
Sequential cell | 89 | 2522 | 0.5808
layer usage:
metal  up-vias  track usage
met1      1001       0.3139
li1        980            -
met5         -            0
met2        59       0.3196
met4         0      0.02309
met3         7      0.08712
cell usage in the layout (no fill, tap or decap), types with 4 or more instances in the layout:
master	instances
sky130_fd_sc_hd__nor2b_1	4
sky130_fd_sc_hd__o21ai_0	6
sky130_fd_sc_hd__nand2_1	19
sky130_fd_sc_hd__inv_1	5
sky130_fd_sc_hd__a22o_1	7
sky130_fd_sc_hd__buf_4	10
sky130_fd_sc_hd__a21oi_1	6
sky130_fd_sc_hd__nor3_1	4
sky130_fd_sc_hd__clkbuf_8	9
sky130_fd_sc_hd__nand3_1	7
sky130_fd_sc_hd__edfxtp_1	74
sky130_fd_sc_hd__mux2_2	11
sky130_fd_sc_hd__clkdlybuf4s50_1	14
sky130_fd_sc_hd__mux4_2	16
sky130_fd_sc_hd__nor2_1	10
sky130_fd_sc_hd__xor2_1	8
sky130_fd_sc_hd__ha_1	7
sky130_fd_sc_hd__nand2b_1	5
sky130_fd_sc_hd__nor3_2	4
sky130_fd_sc_hd__dfxtp_1	15
worst max-delay path: stages (launching register included):
cell and delay (ns):
sky130_fd_sc_hd__dfxtp_1 0.31, sky130_fd_sc_hd__buf_4 0.33, sky130_fd_sc_hd__mux4_2 0.59, sky130_fd_sc_hd__mux2_2 0.29
sky130_fd_sc_hd__clkdlybuf4s50_1 0.41
No activity file was given, so power comes from the tool's default toggle rates.
